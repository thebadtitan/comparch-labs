**flow/design.v**
```verilog
module mux32_2to1(in1, in2, sel, out);
    input [31:0] in1, in2;
    input sel;
    output [31:0] out;
    genvar j;
    generate
        for (j = 0; j < 4; j = j+1) begin
            mux8_2to1 m1(in1[ (8*(j+1)-1) : (8*j) ], in2[ (8*(j+1)-1) : (8*j) ], sel, out[ (8*(j+1)-1) : (8*j) ]);
        end
    endgenerate
endmodule
module mux8_2to1(in1, in2, sel, out);
    input [7:0] in1, in2;
    input sel;
    output [7:0] out;
    genvar j;
    generate 
        for (j = 0; j < 8; j = j+1) begin
            mux1_2to1 m1(in1[j], in2[j], sel, out[j]);
        end
    endgenerate
endmodule 
module mux1_2to1(in1, in2, sel, out);
    input in1, in2, sel;
    output out;
    wire a1, a2, sel0;
    not n1(sel0, sel);
    and an1(a1, sel, in2);
    and an2(a2, sel0, in1);
    or o1(out, a1, a2);
endmodule
```
**flow/run.sh**
```bash
#!/bin/bash
# OpenROAD 26Q1-2900-gdf79404cd8, Yosys 0.63+post, stock flow scripts
make -C /OpenROAD-flow-scripts/flow DESIGN_CONFIG=/design/flow/config.mk WORK_HOME=/design/flow/orfs finish
```
**flow/config.mk**
```make
export PLATFORM = sky130hd
export DESIGN_NAME = mux32_2to1
export DESIGN_NICKNAME = mux32_2to1
export VERILOG_FILES = /design/flow/design.v
export SDC_FILE = /design/flow/constraint.sdc
export NUM_CORES = 4
export LEC_CHECK = 1
export CORE_AREA = 10 10 71 71
export DIE_AREA = 0 0 81 81
```
**flow/constraint.sdc**
```tcl
current_design mux32_2to1

set clk_period 1.0
set clk_io_pct 0.2

create_clock -name clk0 -period $clk_period

set non_clock_inputs [all_inputs -no_clocks]
set_input_delay [expr $clk_period * $clk_io_pct] -clock clk0 $non_clock_inputs
set_output_delay [expr $clk_period * $clk_io_pct] -clock clk0 [all_outputs]
```
==> impl_metrics.yaml <==
# implementation run metrics
run_status:
  run_status: "complete, but fails checks"
  violations: "setup timing"
power:
  vdd_drop_max_uv: 206
  power.switching_w: 0.000134
  switching_part_of_the_total_pct: 22.1
  powerDensity_mw_per_mm2: 393
  comb_power_share_pct: 100.0
  seq_power_share_pct: 0
  power_report.internal_total_w: 0.000474
  total_power_w: 0.000609
  pwr-share-clk_pct: 0
  leakagePower_nw: 0.836
floorplanning:
  rows: 22
  fp.dieArea_mm2: 0.00656
  num_io_pins: 97
  starting_density_of_the_core_pct: 21.6
  coreArea_mm2: 0.00363
  die-width_um: 81
  fp.dieH_um: 81
layout:
  clockBufferCount: 0
  seq_cell_count: 0
  area.sequential_um2: 0
  syn2layout_area_growth_pct: 97.3
  drive_above_1_share_pct: 52.9
  post-route-cell-area_mm2: 0.00155
critical_path:
  worstSetupEndpointType: "output port"
  worst_path_largest_cell_delay_ns: 0.28
  worst-endpoint-required_ns: 0.80
  cpMostUsedCell: "sky130_fd_sc_hd__buf_12"
  crit_fanout: 7
  timing.critical_path.cells: "buf_12 -> buf_16 -> buf_12 -> mux2_4 -> buf_2"
  crit_path_start_kind: "primary input"
  worst-setup-path-type: "primary input to output port"
  critical-path-slowest-cell: "sky130_fd_sc_hd__mux2_4"
  crit_arrival_ns: 0.97
  cp_num_buf_inv: 4
  cpLargestDelayFamily: "buffers and inverters"
timing:
  period_used_pct: 117
  maxSlewViolCount: 0
  max_slew.worst_pin.slew_ns: 0.104
  slew_headroom_pct: 93.1
  final.setup.worst_slack_ns: -0.170
  timing.hold.ws_ns: 0.795
  rsz0062_at_grt: "yes"
  clock.fmax_ghz: 0.855
  setup_viol: 32
  hold_fails_final_rpt: 0
  finalCriticalPeriod_ns: 1.17
routing:
  detail_route.antenna_diodes: 0
  vias_per_instance: 3.72
  drt_pre_antenna_iters: 3
  routed_wire_length_per_instance_um: 14.7
  drc: 0
  number_of_antenna_violating_nets_in_the_routed_design: 0
  drt_iter0_markers: 5
  wirelength_mm: 2.71
  route.vias.total: 684
synthesis:
  yosys_area_um2: 785
  area_share_of_the_largest_cell_type_after_synthesis_pct: 57.4
  netlist_area_um2: 785
  adder_share_pct: 0
  synth_top_cell_by_area: "sky130_fd_sc_hd__mux2_4"
  area_leaders: "sky130_fd_sc_hd__mux2_4, sky130_fd_sc_hd__buf_4, sky130_fd_sc_hd__buf_12, sky130_fd_sc_hd__mux2_2, sky130_fd_sc_hd__buf_6"
  yosys-dominant-comb-family: "multiplexers"
  syn_avg_cell_area_um2: 11.5
  yosys.cell_types.count: 5
  post_synth_xor_area_fraction_pct: 0
  synthMuxAreaShare_pct: 60.3
  yosys-stat-cells: 68
  ys_seq_share_pct: 0
  ys_sh_simple_pct: 0
  ys_sh_aoi_pct: 0
  postSynthCellCount: 68
  yosysWarningCount: 0
hold_path:
  holdCritPathClass: "primary input to output port"
flow_run:
  cap_violations: 0
  log.warning_count: 35
place:
  placement_cell_area_mm2: 0.00154
  port_buffer_count: 97
  routability_congestion: 0.784
  detailed_place_hpwl_mm: 2.44
clock_network:
  cts_hold_repair.buffers: 0
grt:
  overflow: 0
  antenna_violations_before_repair: 0
  groute.usage.overall_pct: 7.52
  grt_pass1_wl_mm: 3.95
  grt_max_degree: 14
  first_global_vias: 744
==> layout by cell type (no fill, tap or decap) <==
master / n
sky130_fd_sc_hd__buf_6: 25
sky130_fd_sc_hd__buf_16: 1
sky130_fd_sc_hd__dlygate4sd2_1: 60
sky130_fd_sc_hd__clkdlybuf4s50_1: 4
sky130_fd_sc_hd__buf_2: 9
sky130_fd_sc_hd__buf_4: 1
sky130_fd_sc_hd__mux2_4: 32
sky130_fd_sc_hd__buf_12: 4
==> cell usage after synthesis <==
master / n
sky130_fd_sc_hd__buf_4: 32
sky130_fd_sc_hd__mux2_4: 30
sky130_fd_sc_hd__buf_12: 3
sky130_fd_sc_hd__mux2_2: 2
sky130_fd_sc_hd__buf_6: 1
==> cells by family (layout without fill, tap and decap cells) <==
kind of cell | count (synthesis) | count (layout)
multiplexers | 32 | 32
buffers and inverters | 36 | 104
==> layer usage <==
| metal | up-vias | share of wire (%) | track usage (%) |
|---|---|---|---|
| li1 | 336 | - | - |
| met1 | 303 | 35 | 8.31 |
| met2 | 45 | 52 | 13.9 |
| met3 | 0 | 13 | 3.12 |
| met4 | 0 | 0 | 0 |
| met5 | - | 0 | 0 |
==> power by group through the flow <==
stage	Sequential, W	Combinational (W)	Clock, W
CTS	0	0.000596	0
finish	0	0.000609	0
global route	0	0.000654	0
==> path summary, 6_finish.rpt <==
check | slack [ns] | endpoint | start | cells after the start
worst max-delay path | -0.17 | out[27] | sel | 5
worst min-delay path | 0.79 | out[2] | in1[2] | 3
==> layout make-up <==
type | count | area (um2)
multi-input cells | 32 | 480
repair buffers | 104 | 1010
well taps | 48 | 60.1
fillers | 364 | 2090
==> repair_timing <==
item / CTS / global route
gates resized: 183 / 6
gates cloned: 1 / 0
endpoints found under the setup margin: 32 / 32
setup buffers: 4 / 0
==> through the flow <==
step           worst slack (ns)  utilization, %  std cells  TNS (ns)
2_1_floorplan           -0.0482               -         68     -1.45
3_3_place_gp             -0.517            42.4        179    -15.79
3_5_place_dp             -0.510            42.4        179    -15.62
4_1_cts                  -0.173            41.6        184     -2.68
5_1_grt                  -0.195            42.6        184     -3.17
6_report                 -0.170            42.6        184     -2.56
No activity file was given, so power comes from the tool's default toggle rates.
