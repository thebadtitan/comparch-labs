--- design.v ---
module mux1_3to1(in0, in1, in2, sel, out);
    input in0, in1, in2;
    input [1:0] sel;
    output out;
    wire a0, a1, a2, sel00, sel10;
    not n1(sel00, sel[0]);
    not n2(sel10, sel[1]);
    and an0(a0, in0, sel10, sel00);
    and an1(a1, in1, sel10, sel[0]);
    and an2(a2, in2, sel[1], sel00);
    or o1(out, a0, a1, a2);
endmodule
module mux32_3to1(in0, in1, in2, sel, out);
    input [31:0] in0, in1, in2;
    input [1:0] sel;
    output [31:0] out;
    genvar j;
    generate
        for (j = 0; j < 4; j = j+1) begin
            mux8_3to1 m1(in0[ (8*(j+1)-1) : (8*j) ], in1[ (8*(j+1)-1) : (8*j) ], in2[ (8*(j+1)-1) : (8*j) ], sel, out[ (8*(j+1)-1) : (8*j) ]);
        end
    endgenerate
endmodule
module mux8_3to1(in0, in1, in2, sel, out);
    input [7:0] in0, in1, in2;
    input [1:0] sel;
    output [7:0] out;
    genvar j;
    generate 
        for (j = 0; j < 8; j = j+1) begin
            mux1_3to1 m1(in0[j], in1[j], in2[j], sel, out[j]);
        end
    endgenerate
endmodule 
--- run.sh ---
#!/bin/bash
# OpenROAD 26Q1-2900-gdf79404cd8, Yosys 0.63+post, stock flow scripts
make -C /OpenROAD-flow-scripts/flow DESIGN_CONFIG=/design/flow/config.mk WORK_HOME=/design/flow/orfs finish
--- constraint.sdc ---
current_design mux32_3to1

set clk_period 3.2
set clk_io_pct 0.2

create_clock -name clk0 -period $clk_period

set non_clock_inputs [all_inputs -no_clocks]
set_input_delay [expr $clk_period * $clk_io_pct] -clock clk0 $non_clock_inputs
set_output_delay [expr $clk_period * $clk_io_pct] -clock clk0 [all_outputs]
--- config.mk ---
export PLATFORM = sky130hd
export DESIGN_NAME = mux32_3to1
export DESIGN_NICKNAME = mux32_3to1
export VERILOG_FILES = /design/flow/design.v
export SDC_FILE = /design/flow/constraint.sdc
export NUM_CORES = 4
export LEC_CHECK = 1
export CORE_AREA = 10 10 71 71
export DIE_AREA = 0 0 81 81
==> notes.md <==
Synthesis and PnR results.

- Once detailed placement completed, the half-perimeter wirelength came to 3816 um.
- A synthesized cell averages 9.424 um2.
- The routed wirelength normalized by instance count reads 17.69 um.
- The number of max-slew violations in the final report is 0.
- The number of standard cells in the final layout excluding fillers is 247.
- The chip area is 6561 um2.
- The flop count reads 0.
- The number of inserted filler cells in the final layout reads 300.
- The startpoint-to-endpoint class of the critical path is primary input to primary output.
- The cell count after placement is 247.
- Multiplexer cells account for 31.18% of the synthesized area.
- Hold repair after CTS inserted 0 buffers.
- The floorplan step defined a core boundary enclosing 3633 um2.
- The largest fanout on the critical path is 32.
- The area added between synthesis and finish is 103.3%.
- The area figure in the yosys stat output is 1027 um2.
- For this run, the detailed router's first-pass iteration total came to 3.
- Yosys printed 0 warnings.
- The number of clock buffer instances in the layout is 0.
- For this run, the register share of the synthesized area comes to 0%.
- The effective utilization at floorplan reads 28.27%.
- The highest attainable clock frequency reads 360.6 MHz.
- The flow ran to the end, and the final reports show no timing, DRC or antenna violations.
- The count of cell types in the netlist is 8.
- The number of maximum-capacitance violations is 0.
- The initialized floorplan defines 22 standard-cell rows.
- The die span in x is 81 um.
- Summing the areas of all compound-gate instances in the mapped netlist gives 33.37% of the synthesized area.
- Per the GRT congestion report, total overflow comes to 0.
- The total number of vias reads 1119.
- The OpenROAD report gives the critical path a data arrival time of 2.13 ns.
- The final cycle utilization of the critical path reads 86.66%.
- The synthesis run shows the most used standard cells to be sky130_fd_sc_hd__buf_4, sky130_fd_sc_hd__mux2i_1, sky130_fd_sc_hd__o2bb2ai_1, sky130_fd_sc_hd__o2bb2ai_2, sky130_fd_sc_hd__buf_6.
- The count of buffers from port buffering is 130.
- The total standard cell area after synthesis is 1027 um2.
- Routability-driven placement finished with a final weighted congestion of 0.7928.
- Total global-route track usage over all layers is 12.30%.
- The fraction of the mapped netlist area in adder cells reads 0%.
- The number of global-route vias before repair reads 1158.
- The kind of path behind the tightest hold check reads primary input to primary output.
- The top cell type's share of synthesized area reads 31.18%.
- The post-synthesis xor/xnor area fraction is 0%.
- The type of origin of the critical path reads a primary input.
- Hold is met by 2.186 ns.
- The areal power density over the cells reads 129.1 nW/um2.
- The OpenROAD report gives the critical path a required time of 2.56 ns.
- The worst-case max-slew headroom was logged as 74.00%.
- Per the Yosys statistics, synthesis produced 109 cells.
- For reference, the top cells by area after synthesis are sky130_fd_sc_hd__mux2i_1, sky130_fd_sc_hd__buf_4, sky130_fd_sc_hd__o2bb2ai_1.
- Setup repair after global routing left no endpoint under its margin.
- The remaining antenna violation count after routing is 0.
- The nature of the critical path endpoint is a primary output.
- The worst supply voltage drop on vdd is 0.00004955 V.
- The number of setup buffers added after CTS is 0.
- The first-pass GRT wire length reads 6410 um.
- The pin slew with the least headroom to its limit reads 0.3901 ns.
- The vertical die dimension reads 81 um.
- The initial antenna violation count reads 0.
- The cell taking the most area after synthesis reads sky130_fd_sc_hd__mux2i_1.
- For this run, the detailed router reports a per-instance via density of 4.530.
- The number of gates resized after cts reads 0.
- The main logic family after synthesis is buffers and inverters.
- The number of antenna diodes in the final layout is 0.
- The number of remaining DRC errors is 0.
- The fraction of layout cells with a size suffix above 1 reads 8.040%.
- The tally of OpenROAD warnings reads 33.
- The pin count of the biggest net entering global routing is 33.
- The count of pins on the block boundary reads 130.
- The timing startpoint of the critical path is sel[1].
- The final routed wirelength across all metal layers is 4369 um.
- The post-synthesis share of cell area spent on and, or, nand and nor gates reads 1.340%.
- The number of DRC markers after the initial detailed-route iteration reads 32.
- The count of endpoints failing hold in the final timing report reads 0.
- The cell count after synthesis reads 109.
- The capturing instance or port of the critical path is out[5].
- The minimum period implied by the final worst setup slack reads 2.773 ns.
- Among all cell types in the netlist, the one instantiated most often is sky130_fd_sc_hd__buf_4.
- The footprint of the flip-flops and latches is 0 um2.
- The total of endpoints with negative setup slack in the final report reads 0.
- In the final timing run, aggregate negative setup slack is 0 ns.
- The total leakage power reads 0.7978 nW.
worst max-delay path, cell delays in order:
cell and delay, ns:
sky130_fd_sc_hd__clkdlybuf4s50_1 0.48, sky130_fd_sc_hd__nor2b_4 0.16, sky130_fd_sc_hd__buf_12 0.21, sky130_fd_sc_hd__o2bb2ai_1 0.15
sky130_fd_sc_hd__clkdlybuf4s50_1 0.49
layout by cell type, fill, tap and decap left out:
cell type and n:
sky130_fd_sc_hd__o2bb2ai_2 10, sky130_fd_sc_hd__buf_12 2, sky130_fd_sc_hd__buf_4 2, sky130_fd_sc_hd__mux2i_1 32, sky130_fd_sc_hd__clkdlybuf4s50_1 129, sky130_fd_sc_hd__o2bb2ai_1 22, sky130_fd_sc_hd__nor2b_4 1, sky130_fd_sc_hd__buf_2 1
through the flow:
step	setup WS (ns)	utilization [%]	instance area (um2)	total power, mW
2_1_floorplan	1.199	-	1027	0.1243
3_3_place_gp	0.4176	57.47	2088	0.2728
3_5_place_dp	0.4143	57.47	2088	0.2741
4_1_cts	0.4085	57.47	2088	0.2753
5_1_grt	0.3530	57.47	2088	0.2924
6_report	0.4269	57.47	2088	0.2697
where the power goes:
group | switching (mW) | total (mW) | internal, mW
clock network | 0 | 0 | 0
registers | 0 | 0 | 0
logic | 0.0682 | 0.270 | 0.201
total | 0.0682 | 0.270 | 0.201
kinds of logic (layout without fill, tap and decap cells):
group / count (synthesis) / count (layout)
muxes: 32 / 32
AOI/OAI and AO/OA: 32 / 32
and+or+nand+nor: 1 / 1
buffers and inverters: 44 / 134
layout make-up:
cell class / count / area (um2) / area share (%)
Timing Repair Buffer: 134 / 1351 / 64.71
Multi-Input combinational cell: 65 / 676.9 / 32.41
Tap cell: 48 / 60.06 / 2.876
worst min-delay path by stage:
| stage | cells after the start | end | start | slack [ns] |
|---|---|---|---|---|
| finish | 4 | out[29] | sel[0] | 2.19 |
| global route | 3 | out[24] | in2[24] | 2.23 |
| CTS | 3 | out[12] | in2[12] | 2.21 |
per-layer routing:
metal | vias up | wire length (um) | part of all wire [%] | GRT usage [%]
met5 | - | 0 | 0 | 0
met4 | 0 | 0 | 0 | 0
met3 | 0 | 551 | 13 | 4.454
met2 | 67 | 2084 | 48 | 21.18
met1 | 486 | 1733 | 40 | 15.30
li1 | 566 | - | - | -
Power is estimated from default activity; no workload was simulated.
