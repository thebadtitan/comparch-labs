$ cat /design/flow/design.v
module memory # (parameter SIZE = 128) (
    input wire    clock, writemode,
    input [31:0]  writedata,
    input [31:0]  address,
    output [31:0] readval
);
    reg [31:0] ram[0:SIZE-1];
    assign readval = ram[address];
    always @ (posedge clock) begin
        if (writemode) ram[address] <= writedata;
    end
endmodule
$ cat /design/flow/run.sh
#!/bin/bash
# OpenROAD 26Q1-2900-gdf79404cd8, Yosys 0.63+post, stock flow scripts
make -C /OpenROAD-flow-scripts/flow DESIGN_CONFIG=/design/flow/config.mk WORK_HOME=/design/flow/orfs finish
$ cat /design/flow/config.mk
export PLATFORM = sky130hd
export DESIGN_NAME = memory
export DESIGN_NICKNAME = memory
export VERILOG_FILES = /design/flow/design.v
export SDC_FILE = /design/flow/constraint.sdc
export NUM_CORES = 4
export LEC_CHECK = 1
export CORE_UTILIZATION = 40
$ cat /design/flow/constraint.sdc
current_design memory

set clk_period 63.8
set clk_io_pct 0.2

create_clock -name clk0 -period $clk_period [get_ports {clock}]

set non_clock_inputs [all_inputs -no_clocks]
set_input_delay [expr $clk_period * $clk_io_pct] -clock clk0 $non_clock_inputs
set_output_delay [expr $clk_period * $clk_io_pct] -clock clk0 [all_outputs]
==> changes_impl.md <==
## Flow update

- Log Warnings: 55
- Via density: between 6 and 7
- Yosys stat area: 157000 um2
- CTS tree: done
- RSZ-0062 raised after global routing: false
- Asr flop ratio synth: 0
- CTS clk-pin slew, worst paths: 0.06 ns
- Crit path from: address[0]
- Post-synth tally of flip-flops with integrated enable: between 4k and 5k
- Max-cap violations: 0
- Top reg by flops: ram
- Syn Area/Cell: 17.6 um2
- Grt ovf: 0
- Vias: 93.6k
- Critical path fanouts, max: 80
- Wire length on met2: between 200 and 250 mm
- Library cell with the largest summed area after synthesis: edfxtp_1
- Proportion of layout cells with a drive suffix above 1: 0.177
- Synth Seq Share: 0.785
- Critical path's slowest cell: buf_4
- Crit Path Class: in -> out
- Slew Viols, Final: 0
- Wire per inst: 37.1 um
- First-pass GRT wire length: 758 mm
- Area Overhead vs Synth: 14.3%
- Slew headroom: 0.122
- FF+latch count, synth: 4096
- Met3 WL: roughly 120 mm
- Final HPWL DP: between 300 and 400 mm
- Synth Warn #: 1
- Largest regs: ram: 4096 flops
- Post-DP Area: between 150000 and 200000 um2
- CTS sink cnt: 4096
- Biggest area cells: edfxtp_1 79%, a221oi_1 4.7%, a22oi_1 2.2%
- CP startpoint kind: input pin
- DRC Markers: 0
- Buffers plus inverters on the worst setup path: 7
- Final-report setup violation count: 0
- Drt total wl: roughly 550 mm
- Total track usage: 0.306
- Initial drt markers: 7544
- FP Core Util: 0.402
- Final Hold Violation Tally: 0
- Cell Type Count: about 75
- CORE AREA: 389000 um2
- Design area: ~180000 um2
- Cell Rows: 229
- Highest Signal Layer: met5
- CP top delay family: buffers and inverters
- Fmax: ~0.031 GHz
- Post-CTS Setup Repair Bufs: 0
- Mapped Area: 157000 um2
- Status: complete, no violations
- Ys flop type: edfxtp_1
- Critical path endpoint category: primary output
- Mapped Cells: 8922
- CP required: 51.04 ns
- Routability cong.: 0.966
- Post-CTS Resized: 0
- Dominant cell area share: 0.785
- Cell Chain, Critical Path: buf_8 > buf_4 > buf_12 > nor2b_4 > buf_4 > buf_4 > buf_4 > a221oi_1 > o22ai_1 > nand2_1 > o2111ai_1 > a2111o_1 > clkdlybuf4s50_1
- Pwr dens: 31.6 nW/um2
- Chip Width: 628 um
- Hold buffer count at CTS: 0
- Die Ht: between 600 and 700 um
- Hold WC Path Type: in -> reg
- H-tree levels: 5
- WP data arrival: around 19 ns
- Hold Path Origin: writedata[12]
- Maximum vdd drop: 0.0247 mV
- Worst Max-Slew Pin Slew: 1.31 ns
- Max clock buf depth: 4
- DR pass1 iterations: 25
- Initial antenna violation count: 53
- Final ANT Viol Nets: 0
- # Cells Yosys: about 9k
- Setup tns final: 0 ns
- Count of buffers from port buffering: ~70
- M1 WL: 155 mm
- Leak: between 50 and 60 nW
- Largest register FFs: 4096
- Worst path max stage delay: roughly 0.63 ns
- Vias in the first global route: 98.5k
- Total CTS buffers: 412
- Most used cell, CP: buf_4
- Chip area: 394000 um2
- Root Buffer: clkbuf_16
- IO Pins: approximately 98
- Fin crit period: 32.12 ns
- Largest net degree at the start of global routing: 104
- Final period util: 0.503
-- synthesized netlist by cell type, types with 14 or more instances --
cell / count
edfxtp_1: 4096
a221oi_1: 847
a22oi_1: 468
a21oi_1: 425
clkbuf_1: 324
o21ai_0: 324
nor2_1: 290
mux2_2: 277
nand2_1: 241
buf_2: 239
o22ai_1: 170
buf_1: 135
mux2i_1: 127
nor2b_1: 108
mux4_2: 70
a221o_1: 64
o221ai_1: 49
a222oi_1: 44
a211oi_1: 43
a22o_1: 43
nor3_1: 43
nand3b_1: 31
o22a_1: 31
nand3_1: 27
buf_4: 26
o2bb2ai_1: 25
nand2b_1: 22
a31oi_1: 21
a211o_1: 19
o2111ai_1: 17
o211ai_1: 17
or2_2: 16
a21o_1: 15
and3_1: 14
nand4_1: 14
-- kinds of logic after synthesis --
family | Yosys count | share of synthesized area
AND-OR/OR-AND | 2731 | 0.129
buffers and inverters | 734 | 0.0203
flip-flops | 4096 | 0.785
multiplexers | 476 | 0.0382
AND/OR/NAND/NOR | 885 | 0.0274
-- report_power, final --
part	switching, mW	internal, mW
combinational	0.277	0.0902
clock	1.02	1.30
sequential	0.00219	2.97
-- layer usage --
metal  track usage  vias up
met2         0.401     8073
met5         0.107        -
met3         0.306     1352
li1              -    38186
met1         0.297    45927
met4         0.155      107
-- path summary, 6_finish.rpt --
path                       end  slack (ns)  cells after the start
setup / recovery    readval[6]       31.68                     13
hold / removal    ram[123][12]       12.12                      1
-- cell usage in the layout (no fill, tap or decap), types with 39 or more instances in the layout --
cell       count
edfxtp_1    4096
a221oi_1     845
buf_4        547
a22oi_1      468
a21oi_1      425
clkbuf_16    418
o21ai_0      318
mux2_2       277
nand2_1      231
o22ai_1      170
nor2_1       162
nor2_4       128
mux2i_1      127
clkinv_1     111
nor2b_1      101
clkbuf_1      91
diode_2       85
clkinv_2      78
mux4_2        70
a221o_1       64
o221ai_1      49
a222oi_1      44
a22o_1        43
nor3_1        40
a211oi_1      39
-- stage by stage --
step / power (mW) / cells / setup slack, ns / util / hold WS, ns
3_3_place_gp: 3.38 / 13989 / 32.05 / 0.426 / 13.10
5_1_grt: 5.79 / 14805 / 31.69 / 0.460 / 12.13
6_report: 5.66 / 14837 / 31.68 / 0.460 / 12.12
3_5_place_dp: 3.38 / 13989 / 32.04 / 0.426 / 13.13
4_1_cts: 5.66 / 14752 / 32.05 / 0.459 / 12.10
2_1_floorplan: 3.18 / 8922 / 36.20 / - / 12.86
-- final cells by class --
class	instances	area, um2
diodes	85	213
repair buffers	597	4720
multi-input cells	4092	31700
fillers	31606	210000
clock inverters	254	2090
inverters	7	50.0
well taps	5197	6500
clock buffers	509	10800
flip-flops and latches	4096	123000
Power figures rest on the tool's default switching activity, not on a simulated workload.
